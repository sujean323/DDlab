### run.sh
#!/bin/bash
# OpenROAD 26Q1-2900-gdf79404cd8, Yosys 0.63+post, stock flow scripts
make -C /OpenROAD-flow-scripts/flow DESIGN_CONFIG=/design/flow/config.mk WORK_HOME=/design/flow/orfs finish
### config.mk
export PLATFORM = sky130hd
export DESIGN_NAME = multiplier
export DESIGN_NICKNAME = multiplier
export VERILOG_FILES = /design/flow/design.v
export SDC_FILE = /design/flow/constraint.sdc
export NUM_CORES = 4
export LEC_CHECK = 1
export CORE_AREA = 10 10 85 85
export DIE_AREA = 0 0 95 95
### constraint.sdc
current_design multiplier

set clk_period 1.9
set clk_io_pct 0.2

create_clock -name clk0 -period $clk_period [get_ports {clk}]

set non_clock_inputs [all_inputs -no_clocks]
set_input_delay [expr $clk_period * $clk_io_pct] -clock clk0 $non_clock_inputs
set_output_delay [expr $clk_period * $clk_io_pct] -clock clk0 [all_outputs]
### design.v
module multiplier(clk, rst, A, B, Y);
input	 clk;
input	 rst;
input	 [3:0]A;
input  [2:0]B;
output [7:0]Y;
reg [3:0] r1,r2,r3;
reg [7:0] P;
assign Y = P; 
always@(posedge clk or negedge rst)
begin  
	if(!rst)
	begin
		r1 <= 0;
		r2 <= 0;
		r3 <= 0;
		P <= 0;
	end
	else begin
		r1[0] <= A[0] & B[0];
		r1[1] <= A[1] & B[0];
		r1[2] <= A[2] & B[0];
		r1[3] <= A[3] & B[0];
		r2[0] <= A[0] & B[1];
		r2[1] <= A[1] & B[1];
		r2[2] <= A[2] & B[1];
		r2[3] <= A[3] & B[1];
		r3[0] <= A[0] & B[2];
		r3[1] <= A[1] & B[2];
		r3[2] <= A[2] & B[2];
		r3[3] <= A[3] & B[2];
		P <= {3'b000, r1} + {2'b00, r2, 1'b0} +{1'b0, r3, 3'b000};
	end
end
endmodule 
==> run notes <==
Update from the flow run.

The routed design has 1350 µm of wire. Across all hold checks on the routed design, the worst slack comes to 0.349 ns. The highest ir drop seen on vdd is 0.275 mV.

Headroom to the max-slew limit came out at 83.9%. After its last routability iteration, the placer logged a weighted congestion of 0.744. The CTS tree is done.

The sequential area share after synthesis is 62.9%. The number of antenna violations at the first check in global routing is 0. The CTS log lists the clock sinks for this run as 20. The register-to-register setup slack is 0.05 ns. The final clock skew is 0.00423 ns. The number of warnings reported in the stage logs is 26.

Per report_power, the combinational group accounts for 12.5% of the total. The first-pass iteration count of the detailed router is 2. The flop and latch count out of synthesis is 20. In the final layout, the share of cells above drive strength 1 is 13.9%. The launch point of the worst register-to-register path is recorded as r1[3]. The mean instance size in the synthesized netlist is 14.0 µm². The count of final hold-check violations is 0.

The minimum period implied by the final worst setup slack is 1.85 ns. In this run the remaining antenna-violating nets after routing total 0. The CTS clock-pin slew for the worst setup and hold paths is 0.07 ns. In this run the critical register-to-register path is captured at P[6]. The synthesized netlist was found by Yosys to have 57 cells. The slack of the critical path is 0.0493 ns. Before any placement, the netlist area is recorded as 796 µm². The final design instance area without fill is 1150 µm².

In the power breakdown, the internal column shows 817 µW. The critical path class is reg2reg. The number of antenna diodes in the final layout is 0. STA classifies the critical path startpoint as a flop.

The depth of the worst register-to-register path is 6. STA classifies the critical path endpoint as a flop. The number of levels the H-tree was split into is 1. The die is 95 µm tall. In this run switching power makes up 18.7% of total power.

The first global-routing pass estimated 2470 µm of wire. Setup total negative slack on the finished layout was measured at 0 ns. The insertion delay of the later-clocked pin in the worst-skew pair is 0.25 ns.

The total number of placement rows is 27. The floorplan utilization is 14.5%. The count of input and output buffers is 16.

Setup repair after global routing could not meet its margin everywhere. Per the summary, power density relative to cell area is 870 nW/µm². In this run, post-CTS hold repair placed 0 buffers. The worst hold path stage count is 0. The DRC violation total left in the routed layout is recorded as 0. The deepest clock path buffer count is 2.

The required time of the worst setup path is 2.08 ns. The power report attributes to the sequential group a share of 46.5%. The tree is rooted in a sky130_fd_sc_hd__clkbuf_8. In this run the most critical hold path is launched from r1[0]. Per the synthesis report, the number of distinct cell types is 13.

STA puts the critical path data arrival time at 2.03 ns. The area of the chip is 9030 µm². The pin count of the biggest net entering global routing is 21. Per the timing report, the achievable frequency comes out to 0.540 GHz. CTS added clock buffers totalling 3.

The all-layer global routing usage is 3.44%. Per the run report, area growth between synthesis and finish was 45.1%. The path with the worst hold slack has its endpoint at P[0]. Note, the detailed placer reported a final HPWL of 1100 µm. The worst slack at placement is -0.0135 ns. Looking at the max-slew report, the worst-margin pin has a slew of 0.242 ns. The final timing report lists a max-slew violation count of 0. The largest fanout on the critical path is 2. Leaving out fill and tap cells, the most frequent cells in the layout are sky130_fd_sc_hd__dfrtp_1, sky130_fd_sc_hd__clkdlybuf4s50_1, sky130_fd_sc_hd__and2_1. The final period utilization is 97.4%. The average wire per cell in the routed design is 8.91 µm.

Once layout is complete, the utilization of the core stands at 21.1%. Per the cell usage report, the commonest logic cell in the layout is sky130_fd_sc_hd__dfrtp_1. In the synthesis report, Yosys lists the chip area as 796 µm². In the routed layout, each cell is associated on average with a via count of 3.02. STA reports the tightest min-delay check as being of type reg2reg. The total number of yosys warnings is 1. The fraction of power consumed by the clock network is 41.0%.

The floorplan core area is 5470 µm². The total setup violations reported at the end of the flow is 0. The leakage power is 0.527 nW. The number of instances in the synthesized netlist is 57. For this design the total switching power over the nets is 188 µW. Detailed placement reports a standard cell area of 1060 µm². The run finished with clean final reports. The width of the die is 95 µm. Across the run, the number of max-cap violations was 0. For this block, the initial DRC count from the detailed router was 1. The detailed router placed 456 vias in this run. According to the I/O placement log, the pin count is 17. Recorded from the global router log, the overflow total was 0. The number of global-route vias before repair is 558.
-- layer usage --
metal | share of wire, % | vias to the layer above | wire (µm) | track usage, %
met3 | 20 | 4 | 275 | 3.29
met5 | 0 | - | 0 | 0
met1 | 41 | 207 | 556 | 3.98
li1 | - | 223 | - | -
met4 | 2.0 | 0 | 27 | 0.374
met2 | 36 | 22 | 485 | 4.69
-- area by class of cell --
class	count	area, µm²
multi-input cells	33	303
well taps	72	90.1
inverters	4	15.0
repair buffers	18	175
flip-flops and latches	20	500
clock buffers	3	41.3
fillers	582	4320
clock inverters	1	30.0
-- synth_stat cells --
cell type                  count  area share [%]
sky130_fd_sc_hd__a21o_1        1            0.94
sky130_fd_sc_hd__nor2_1        2            0.94
sky130_fd_sc_hd__fa_1          2             5.0
sky130_fd_sc_hd__xnor2_1       2             2.2
sky130_fd_sc_hd__inv_1         4             1.9
sky130_fd_sc_hd__nand2_1       2            0.94
sky130_fd_sc_hd__ha_1          7              11
sky130_fd_sc_hd__nand2b_1      1            0.79
sky130_fd_sc_hd__and2_1       12             9.4
sky130_fd_sc_hd__o21ai_0       1            0.63
sky130_fd_sc_hd__a21oi_2       2             2.2
sky130_fd_sc_hd__xor2_1        1             1.1
sky130_fd_sc_hd__dfrtp_1      20              63
-- flip-flops by register name, summed over array words and instances (netlist names) --
register	count
r1	4
r2	4
P	8
r3	4
-- how the worst max path moves through the flow --
stage | slack (ns) | endpoint | start | cells past startpoint
after CTS | 0.02 | P[7] | r3[0] | 6
after global routing | -0.07 | P[6] | r1[3] | 6
final | 0.05 | P[6] | r1[3] | 6
-- what timing repair did --
action                     4_1_cts  5_1_grt
resized                          1        1
setup endpoints to repair        1        3
hold endpoints to repair         0        0
pin swaps                        3        4
gates cloned                     0        0
setup buffers                    1        0
-- cell families after synthesis --
logic type,Yosys count,share of synthesized area [%]
AOI/OAI and AO/OA,4,3.77
xor gates and xnor gates,3,3.30
adders and majority gates,9,16.0
buffers and inverters,4,1.89
DFF,20,62.9
and+or+nand+nor,17,12.1
-- critical path, cell delays in order, from the launching register on --
cell                       delay [ns]
sky130_fd_sc_hd__dfrtp_1         0.39
sky130_fd_sc_hd__fa_1            0.56
sky130_fd_sc_hd__inv_1           0.06
sky130_fd_sc_hd__fa_2            0.35
sky130_fd_sc_hd__nand2b_4        0.15
sky130_fd_sc_hd__a21oi_2         0.13
sky130_fd_sc_hd__xor2_1          0.14
-- power groups by stage --
stage | Combinational (mW) | Clock [mW] | Sequential, mW
after CTS | 0.127 | 0.420 | 0.468
after global routing | 0.145 | 0.444 | 0.472
final | 0.126 | 0.412 | 0.467
-- through the flow --
stage | instances | total power, mW
floorplan | 57 | 0.513
global placement | 146 | 0.592
detailed placement | 146 | 0.594
CTS | 151 | 1.01
global route | 151 | 1.06
finish | 151 | 1.00
Power and IR drop assume default switching activity.
