==> design/flow/design.v <==
module div_clk(clk, rst, clk_1hz);
input rst;
input clk;
output reg	clk_1hz;
integer counter;
always@(posedge clk or negedge rst)
begin  
	if (!rst)	clk_1hz <= 0;
	else if(counter >= 25000000)
		clk_1hz <= ~clk_1hz;
end
always@(posedge clk or negedge rst)
begin  
	if(!rst) counter <= 0;
	else if(counter >= 25000000)
		counter <= 0;
	else
		counter <= counter + 1;
end
endmodule 
==> design/flow/run.sh <==
#!/bin/bash
# OpenROAD 26Q1-2900-gdf79404cd8, Yosys 0.63+post, stock flow scripts
make -C /OpenROAD-flow-scripts/flow DESIGN_CONFIG=/design/flow/config.mk WORK_HOME=/design/flow/orfs finish
==> design/flow/config.mk <==
export PLATFORM = sky130hd
export DESIGN_NAME = div_clk
export DESIGN_NICKNAME = div_clk
export VERILOG_FILES = /design/flow/design.v
export SDC_FILE = /design/flow/constraint.sdc
export NUM_CORES = 4
export LEC_CHECK = 1
export CORE_AREA = 10 10 102 102
export DIE_AREA = 0 0 112 112
==> design/flow/constraint.sdc <==
current_design div_clk

set clk_period 4.0
set clk_io_pct 0.2

create_clock -name clk0 -period $clk_period [get_ports {clk}]

set non_clock_inputs [all_inputs -no_clocks]
set_input_delay [expr $clk_period * $clk_io_pct] -clock clk0 $non_clock_inputs
set_output_delay [expr $clk_period * $clk_io_pct] -clock clk0 [all_outputs]
==> ds_physical_params.txt <==
Physical implementation characteristics

Parameter                              Value

Clocking
  Deepest level of the CTS H-tree    2
  Clock-pin transition on the worst setup and hold timing paths    approximately 60 ps
  Sink count of the clock tree    33
  Buffer cell driving the clock tree root    sky130_fd_sc_hd__clkbuf_8
  CTS Hold Bufs    0
  PostCTS Resize Cnt    0
  Cts bufs inserted    5
  CTS tree    yes
  Clock insertion delay at the later pin of the skew report    about 280 ps
  Post-CTS Setup Inserts    0
  Number of buffers on the longest clock path    2

Critical path
  Required time of the worst setup path    4170 ps
  Nature of the critical path startpoint    register
  CP endpoint kind    register
  Worst r2r dst    counter[24]$_DFF_PN0_
  Maximum fanout along the worst path    17
  Start of the worst register-to-register path    counter[19]$_DFF_PN0_
  Worst Setup Path Type    register to register
  Worst reg-to-reg path cell count    6
  Worst setup slack for register-to-register paths    2000 ps
  Arrival time reported for the critical path endpoint    about 2200 ps

Synth
  Post-Syn Area per Cell    between 10 and 15 µm²
  Cells after synthesis    approximately 170
  Number of warnings printed during yosys synthesis    1
  Share of synthesized area occupied by flip-flops and latches    approximately half
  Cell type with the largest total area after synthesis    sky130_fd_sc_hd__dfrtp_1
  Unique cell type count in the Yosys netlist    30
  FFs w/ async S/R, synth    around 100%
  Share of the synthesized area in the top cell type    between 40% and 50%
  Largest cells by area after synthesis    sky130_fd_sc_hd__dfrtp_1, sky130_fd_sc_hd__xor2_1, sky130_fd_sc_hd__nor2_1
  Flip-flop and latch count after synthesis    33
  Leading register cell type out of synthesis    sky130_fd_sc_hd__dfrtp_1
  Number of standard cells reported by yosys    roughly 170
  Number of enable-type register cells in the synthesized netlist    0
  Total standard cell area after synthesis    1720 µm²
  Total cell area reported by yosys after synthesis    between 1500 and 2000 µm²

Route
  Total antenna diodes in the routed design    0
  WL per Instance    about 10 µm
  Final wirelength    about 3000 µm
  Count of nets left with antenna violations after detail routing    0
  Residual DRC count    0
  Violation tally from detailed-route iteration zero    roughly 43
  Total via count in the routed design    about 1.2k
  Vias per std cell    between 4 and 5
  DR pass1 iterations    4

Min path
  Hold Crit Class    register to register
  Min-Delay Path Depth    1
  Hold_sp    clk_1hz$_DFFE_PN0P_
  Worst hold endpoint    clk_1hz$_DFFE_PN0P_

GRT
  Via count of the first global-routing pass    ~1.2k
  Largest net degree at the start of global routing    34
  Antenna violations before repair    0
  Total Routing Usage GR    ~5%
  Wire length of the first global-routing pass    around 5500 µm
  Grt ovf    0

Power
  Worst-case vdd ir drop    about 120 µV
  Sequential group share of total power    between 50 and 60%
  Clock share of power    approximately two fifths
  Combinational share of power    under 10%
  Sw Share    around a fifth
  Sw Pwr    approximately 0.12 mW
  Overall Power    a little under 0.6 mW
  Internal power contribution    about 0.46 mW
  Total power per unit cell area    298 nW/µm²
  Static leakage    0.886 nW

Job
  Number of OpenROAD warnings    27
  Max-cap check violation count    0

Floorplanning
  Row count    33
  Initial core utilization    about a fifth
  Core Area    ~8200 µm²
  Boundary Pins    3
  Chip width    112 µm
  Vertical die size    around 110 µm
  Overall die area    12500 µm²

STA
  Setup repair after global routing missed its margin    false
  # setup viols final    0
  Final Hold Fails    0
  Final Slew Violations    0
  Maximum achievable frequency    between 500 and 600 MHz
  Transition time at the pin with the least slew margin    approximately 700 ps
  Setup TNS    0 ps
  Final Skew    approximately 5.2 ps
  Post-layout period usage    between 40% and 50%
  Final critical delay including setup and external delays    roughly 2000 ps
  Slew HR    between 50 and 60%
  Worst Hold Margin    469 ps

Layout
  Dominant logic cell types in the final layout    sky130_fd_sc_hd__nor2_1, sky130_fd_sc_hd__dfrtp_1, sky130_fd_sc_hd__xor2_1
  Area of all placed cells without fillers    1950 µm²
  Most used logic cell in the final layout    sky130_fd_sc_hd__nor2_1
  Layout-stage area growth over the synthesis result    13.7%
  Fraction of final layout cells sized beyond drive strength 1    between 10% and 20%

Placement
  Area of placed instances    around 1900 µm²
  Number of input and output port buffers inserted    2
  Routability cong.    about 0.79
  HPWL after detailed placement    a little over 2000 µm

Run status
  Status    finished clean
## worst max-delay path, stage by stage (launching register included)
cell	delay, ps
sky130_fd_sc_hd__dfrtp_1	420
sky130_fd_sc_hd__nand4_2	170
sky130_fd_sc_hd__nor2_1	170
sky130_fd_sc_hd__nand3_1	100
sky130_fd_sc_hd__a21oi_2	590
sky130_fd_sc_hd__buf_4	350
sky130_fd_sc_hd__nor2_1	70
## worst max-delay path by stage
stage	depth (start not counted)	slack [ps]	from	endpoint
final	6	2000	counter[19]$_DFF_PN0_	counter[24]$_DFF_PN0_
after CTS	6	1950	counter[19]$_DFF_PN0_	counter[14]$_DFF_PN0_
after global routing	6	1750	counter[11]$_DFF_PN0_	counter[14]$_DFF_PN0_
## layer usage
layer | global-route usage (%) | up-vias | routed length, µm
met5 | 0 | - | 0
met4 | 0.846 | 0 | 58
met3 | 1.41 | 10 | 117
met2 | 7.54 | 16 | 1230
met1 | 7.13 | 567 | 1580
li1 | - | 594 | -
## cells by family (layout without fill, tap and decap cells)
kind of cell	Yosys count	in the layout	share of synthesized area, %
XOR/XNOR	28	28	14.3
flip-flops	33	33	48.1
adder cells (fa/ha/maj)	2	2	1.46
AND-OR/OR-AND	9	9	3.43
buffers and inverters	6	15	1.53
AND/OR/NAND/NOR	93	93	31.1
## area by class of cell
cell class / count / area, µm²
Fill cell: 871 / 6270
Multi-Input combinational cell: 132 / 867
Sequential cell: 33 / 826
Tap cell: 105 / 131
Clock buffer: 8 / 80.1
Timing Repair Buffer: 4 / 35.0
Inverter: 3 / 11.3
## per-stage QoR
stage,cells,setup WS [ps],util [%]
3_5_place_dp,277,1960,22.8
3_3_place_gp,277,1990,22.8
6_report,285,2000,23.7
5_1_grt,285,1750,23.7
4_1_cts,285,1950,23.7
2_1_floorplan,171,2450,-
## state kept, by name (all words and copies together), names as in the netlist
| name | flops |
|---|---|
| counter | 32 |
| clk_1hz | 1 |
## cells in the mapped netlist, types with 3 or more instances
cell type and n:
sky130_fd_sc_hd__nor2_1 36, sky130_fd_sc_hd__a21oi_1 3, sky130_fd_sc_hd__nand3_1 17, sky130_fd_sc_hd__inv_1 3, sky130_fd_sc_hd__nor3_1 3, sky130_fd_sc_hd__dfrtp_1 33, sky130_fd_sc_hd__xnor2_1 5, sky130_fd_sc_hd__nand2_1 10
sky130_fd_sc_hd__nand4_1 6, sky130_fd_sc_hd__buf_2 3, sky130_fd_sc_hd__xor2_1 23
## power by group through the flow
| stage | Sequential [mW] | Clock (mW) | Combinational [mW] |
|---|---|---|---|
| global route | 0.333 | 0.261 | 0.00963 |
| CTS | 0.334 | 0.250 | 0.00868 |
| finish | 0.334 | 0.239 | 0.00795 |
No activity file was given, so power comes from the tool's default toggle rates.
